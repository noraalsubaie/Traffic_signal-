File: design/flow/run.sh
#!/bin/bash
# OpenROAD 26Q1-2900-gdf79404cd8, Yosys 0.63+post, stock flow scripts
make -C /OpenROAD-flow-scripts/flow DESIGN_CONFIG=/design/flow/config.mk WORK_HOME=/design/flow/orfs finish
File: design/flow/config.mk
export PLATFORM = sky130hd
export DESIGN_NAME = Traffic_signal
export DESIGN_NICKNAME = Traffic_signal
export VERILOG_FILES = /design/flow/design.v
export SDC_FILE = /design/flow/constraint.sdc
export NUM_CORES = 4
export LEC_CHECK = 1
export CORE_AREA = 10 10 70 70
export DIE_AREA = 0 0 80 80
File: design/flow/constraint.sdc
current_design Traffic_signal

set clk_period 1.4
set clk_io_pct 0.2

create_clock -name clk0 -period $clk_period [get_ports {clock}]

set non_clock_inputs [all_inputs -no_clocks]
set_input_delay [expr $clk_period * $clk_io_pct] -clock clk0 $non_clock_inputs
set_output_delay [expr $clk_period * $clk_io_pct] -clock clk0 [all_outputs]
File: design/flow/design.v
`timescale 1 ns / 1 ps
module Traffic_signal (North_signal,South_signal,East_signal,West_signal,clock,reset);
	output reg [2:0] North_signal,South_signal,East_signal,West_signal; 
input clock,reset;
reg [2:0] state; 
reg [2:0] count;
parameter [2:0] Ngreen=3'b000; 
parameter [2:0] Nyellow=3'b001; 
parameter [2:0] Sgreen=3'b010; 
parameter [2:0] Syellow=3'b011;
parameter [2:0] Egreen=3'b100; 
parameter [2:0] Eyellow=3'b101; 
parameter [2:0] Wgreen=3'b110; 
parameter [2:0] Wyellow=3'b111; 
always @ (posedge clock, posedge reset) 
begin 
      if (reset==1)
     begin 
    #1 state=Ngreen;
      count=3'b000;
     end 
  else
         begin
         case (state)
     Ngreen :
     begin
        if (count==3'b111)
    begin 
    count=3'b000;
     state=Nyellow; 
    end	 
        else
          begin
           count=count+3'b001;
             state=Ngreen;
          end
    end 
    Nyellow : 
        begin
            if(count==3'b011) 
              begin 
              count=3'b000;
              state=Sgreen;
              end
        else
          begin 
            count=count+3'b001; 
            state=Nyellow;
          end
      end 
     Sgreen :
     begin
        if (count==3'b111)
    begin 
    count=3'b000;
     state=Syellow; 
    end	 
        else
          begin
           count=count+3'b001;
             state=Sgreen;
          end
    end 
   Syellow : 
        begin
            if(count==3'b011) 
              begin 
              count=3'b000;
              state=Egreen;
              end
        else
          begin 
            count=count+3'b001; 
            state=Syellow;
          end
      end 
     Egreen :
     begin
        if (count==3'b111)
    begin 
    count=3'b000;
     state=Eyellow; 
    end	 
        else
          begin
           count=count+3'b001;
             state=Egreen;
          end
    end 
   Eyellow : 
        begin
            if(count==3'b011) 
              begin 
              count=3'b000;
              state=Wgreen;
              end
        else
          begin 
            count=count+3'b001; 
            state=Eyellow;
          end
      end 
     Wgreen :
     begin
        if (count==3'b111)
    begin 
    count=3'b000;
     state=Wyellow; 
    end	 
        else
          begin
           count=count+3'b001;
             state=Wgreen;
          end
    end 
   Wyellow : 
        begin
            if(count==3'b011) 
              begin 
              count=3'b000;
              state=Ngreen;
              end
        else
          begin 
            count=count+3'b001; 
            state=Wyellow;
          end
      end 
      endcase 
  end 
  end 
    always @(state)
    begin
      case (state)
      Ngreen:
      begin
      North_signal = 3'b001; 
       South_signal = 3'b100;
       East_signal= 3'b100;
       West_signal=3'b100;
end  
Nyellow:
begin
North_signal = 3'b010; 
South_signal = 3'b100;
East_signal= 3'b100;
West_signal=3'b100;
end  
Sgreen:
begin 
North_signal = 3'b100;
South_signal = 3'b001;
East_signal  = 3'b100;
West_signal  = 3'b100;
end  
Syellow:
begin
North_signal = 3'b100; 
South_signal = 3'b010;
East_signal= 3'b100;
West_signal=3'b100;
end  
Egreen:
begin 
North_signal = 3'b100;
South_signal = 3'b100;
East_signal  = 3'b001;
West_signal  = 3'b100;
end  
Eyellow:
begin
North_signal = 3'b100; 
South_signal = 3'b100;
East_signal= 3'b010;
West_signal=3'b100;
end  
Wgreen:
begin 
North_signal = 3'b100;
South_signal = 3'b100;
East_signal  = 3'b001;
West_signal  = 3'b100;
end  
Wyellow:
begin
North_signal = 3'b100; 
South_signal = 3'b100;
East_signal= 3'b010;
West_signal=3'b100;
end  
 endcase  
end  
endmodule 
==> impl_metrics.csv <==
group,metric,value,unit
drt,dr.pass1.iters,3,
yosys,edf_count,0,
yosys,postSynthCellCount,39,
final_layout,drive_gt1_share,56.3,%
yosys,synth-async-reset-ratio,100,%
critical_path,cp-end-kind,"primary output",
critical_path,crit_path_max_fanout,3,
critical_path,crit_chain,"buf_6 > or2_4 > nor2_2 > buf_2",
global_route,grt_overflow,0,
global_route,antenna_found_initial,0,
run,maxCapViolations,0,
floorplan,fp_util,10.8,%
critical_path,reg2reg_depth,9,
yosys,top_logic_kind,"simple AND/OR/NAND/NOR gates",
power_and_ir_drop,ir_drop,0.170,mV
clock_network,cts_sinks,6,
global_route,grtUsageMet2,4.17,%
timing,final-hold-violation-count,0,
yosys,ys_sh_mux,2.71,%
global_route,top_usage_layer,"met2",
critical_path,worst_path_max_delay_cell,"dfrtp_1",
place,place_congestion,0.769,
floorplan,core.rowCount,21,
drt,wl_per_cell,8.85,um
yosys,ys_seq_share,40.7,%
final_layout,syn_to_final_growth,81.0,%
drt,drt_drc_violations_left,0,
timing,fmax,0.684,GHz
yosys,ys_ff,6,
outcome,violations,"setup timing",
yosys,ys_warn_count,1,
min_path,hold_path_class,"input port to asynchronous set/reset pin",
drt,wirelength,974,um
timing,clock-skew-final,0.00133,ns
power_and_ir_drop,power,0.000342,W
power_and_ir_drop,power.density,512,nW/um^2
final_layout,final_core_util,19.6,%
yosys,ff_type,"dfrtp_1",
place,pre_cts_slack,-0.0574,ns
clock_network,clockRootBuffer,"clkbuf_4",
place,dpl.hpwl,592,um
yosys,ys_sh_simple,17.6,%
timing,fin_crit,1.46,ns
place,portBuffers,10,
global_route,groute.usage.overall,3.04,%
critical_path,worst_setup_path_start_kind,"register",
clock_network,cts_tree,"done",
critical_path,required,1.12,ns
yosys,ys_sh_xor,0,%
clock_network,cts_inserted_buffers,3,
floorplan,io_pins,14,
floorplan,die_w,80,um
floorplan,chipArea,6400,um^2
timing,setup_violations,2,
yosys,yosys_cells,39,
floorplan,core_area,3420,um^2
timing,final_max_slew_viol_count,0,
drt,drt_iter0_drc,10,
run,warnings,29,
clock_network,htreeDepth,1,
yosys,synth_area,369,um^2
clock_network,clock_latency,0.25,ns
drt,vias,335,
timing,period_used_share,104,%
timing,setup_ws,-0.0625,ns
final_layout,layout.cells.most_common,"buf_6",
critical_path,crit_type,"register to primary output",
floorplan,die_h,80,um
global_route,grt_pass1_vias,339,
drt,ant_nets,0,
global_route,grt_pass1_wl,1590,um
yosys,synth_adder_area_share,13.6,%
yosys,ys_sh_aoi,9.15,%
clock_network,clkTransAtPathRegs,0.04,ns
yosys,yosys_area,369,um^2
yosys,ys_types,21,
global_route,grt_max_degree,8,
drt,vias_per_cell,3.05,
drt,num_antenna_cells,0,
critical_path,worst-endpoint-arrival,1.18,ns
yosys,avgSynthCellArea,9.46,um^2
timing,finalSetupTns,-0.0857,ns
clock_network,clockBufferDepth,2,
global_route,grt.met3_usage,2.61,%
outcome,outcome,"finished with violations",
global_route,use_met1,3.56,%
critical_path,critPathMaxStageDelay,0.40,ns
power_and_ir_drop,leakagePower,0.321,nW
final_layout,lay_top_cells,"11 x buf_6, 5 x dfrtp_1, 5 x clkbuf_2, 5 x buf_4, 4 x ha_1",
timing,grt_setup_unrepaired,"yes",
[worst max-delay path, delay by kind of cell, from the launching register on]
kind | cells | cell delay (ns)
simple gates | 2 | 0.31
buf+inv | 2 | 0.23
flops | 1 | 0.40
[cells by family (layout without fill, tap and decap cells)]
| family | count (synthesis) | in the layout |
|---|---|---|
| adder cells (fa/ha/maj) | 4 | 4 |
| AND/OR/NAND/NOR | 12 | 12 |
| buffers and inverters | 9 | 33 |
| AND-OR/OR-AND | 5 | 5 |
| flip-flops | 6 | 6 |
| multiplexers | 1 | 1 |
| other | 2 | 3 |
[cells in the mapped netlist (2+ instances only)]
cell type  number  area, um^2
ha_1            4        50.1
and3_1          2        12.5
conb_1          2        7.51
nand2_1         2        7.51
buf_4           3        22.5
inv_1           5        18.8
dfrtp_1         6         150
nor2_1          2        7.51
[metal layers]
metal	wire [um]	vias to the layer above
li1	-	167
met1	417	153
met2	397	15
met3	159	0
met4	0	0
met5	0	-
[final timing paths]
| path | start | end | slack, ns |
|---|---|---|---|
| worst min-delay path | reset | state[2]$_DFF_PP0_ | 0.27 |
| worst min register to register | count[1]$_DFF_PP0_ | count[1]$_DFF_PP0_ | 0.49 |
| max in group asynchronous | reset | state[0]$_DFF_PP0_ | 0.91 |
| worst max register to register | state[1]$_DFF_PP0_ | state[1]$_DFF_PP0_ | 0.05 |
| worst max-delay path | state[1]$_DFF_PP0_ | North_signal[0] | -0.06 |
| min in group clk0 | count[1]$_DFF_PP0_ | count[1]$_DFF_PP0_ | 0.49 |
[registers in the layout (all words and copies together) (netlist names)]
register  cells
count         3
state         3
[layout make-up]
type	instances	area [um^2]
Sequential cell	6	151
Inverter	5	18.8
Tap cell	46	57.6
Clock buffer	3	22.5
Multi-Input combinational cell	25	199
Timing Repair Buffer	25	219
Fill cell	373	2750
[power by group]
group	internal, W	switching [W]	total, W
logic	0.00000263	0.00000424	0.00000687
clock network	0.0000971	0.0000642	0.000161
registers	0.000174	0	0.000174
[timing repair]
item / 4_1_cts / 5_1_grt
hold buffers: 0 / 0
cloned: 0 / 0
pin swaps: 3 / 5
gates resized: 22 / 23
setup endpoints to repair: 9 / 9
buffers inserted: 14 / 1
[through the flow]
step / hold slack, ns / std cells / area (um^2)
after floorplan: 0.0710 / 40 / 373
after global placement: 0.480 / 95 / 519
after detailed placement: 0.486 / 95 / 519
after CTS: 0.274 / 112 / 652
after global routing: 0.281 / 110 / 668
final: 0.272 / 110 / 668
Power is estimated from default activity; no workload was simulated.
